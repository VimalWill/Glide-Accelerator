**./config.mk**
```make
export PLATFORM = sky130hd
export DESIGN_NAME = pe
export DESIGN_NICKNAME = pe
export VERILOG_FILES = /design/flow/design.v
export SDC_FILE = /design/flow/constraint.sdc
export NUM_CORES = 4
export LEC_CHECK = 1
export CORE_UTILIZATION = 30
```
**./constraint.sdc**
```tcl
current_design pe

set clk_period 5.2
set clk_io_pct 0.2

create_clock -name clk0 -period $clk_period [get_ports {clk}]

set non_clock_inputs [all_inputs -no_clocks]
set_input_delay [expr $clk_period * $clk_io_pct] -clock clk0 $non_clock_inputs
set_output_delay [expr $clk_period * $clk_io_pct] -clock clk0 [all_outputs]
```
**./design.v**
```verilog
`timescale 1ns / 1ps
module pe #(
    parameter DATA_WIDTH = 8,
    parameter ACC_WIDTH = 32
)(
    input  logic                    clk,
    input  logic                    reset,
    input  logic                    enable,         
    input  logic signed [DATA_WIDTH-1:0]  in_a,
    input  logic signed [DATA_WIDTH-1:0]  in_b,
    output logic signed [DATA_WIDTH-1:0]  out_a,
    output logic signed [DATA_WIDTH-1:0]  out_b,
    output logic signed [ACC_WIDTH-1:0]   out_c
);
    logic signed [DATA_WIDTH-1:0] a_reg;
    logic signed [DATA_WIDTH-1:0] b_reg;
    logic signed [2*DATA_WIDTH-1:0] mult_result;
    logic signed [ACC_WIDTH-1:0] mult_extended;   
    always_ff @(posedge clk) begin
        if (reset) begin
            a_reg       <= '0;
            b_reg       <= '0;
            mult_result <= '0;
            mult_extended <= '0;
            out_a       <= '0;
            out_b       <= '0;
            out_c       <= '0;
        end else if (enable) begin
            a_reg <= in_a;
            b_reg <= in_b;
            out_a <= a_reg;
            out_b <= b_reg;
            mult_result <= a_reg * b_reg;
            mult_extended <= {{(ACC_WIDTH-2*DATA_WIDTH){mult_result[2*DATA_WIDTH-1]}}, mult_result};
            out_c <= mult_extended;
        end
    end
endmodule
```
**./run.sh**
```bash
#!/bin/bash
# OpenROAD 26Q1-2900-gdf79404cd8, Yosys 0.63+post, stock flow scripts
make -C /OpenROAD-flow-scripts/flow DESIGN_CONFIG=/design/flow/config.mk WORK_HOME=/design/flow/orfs finish
```
==> impl_metrics.tcl <==
# yosys + openroad results
set metrics [dict create \
    finalHoldViolCount 0 \
    ir_drop_uv 161 \
    drt_iter0_markers 124 \
    top_regs "mult_extended (16), mult_result (16), out_c (16)" \
    yosys_area_um2 5480 \
    crit_path_start "b_reg[7]$_SDFFE_PP0P_" \
    min-delay-start "mult_result[11]$_SDFFE_PP0P_" \
    die_area_um2 18800 \
    slew_viol_final 0 \
    path_clk_slew_ns 0.07 \
    top_area_cell "dfxtp_1" \
    clkLatencyLatePin_ns 0.34 \
    grt_util_all_layers 0.128 \
    hp-class "reg2reg" \
    rr_worst_depth 13 \
    ys_types 40 \
    common_cells "inv_1, dfxtp_1, nor2_1, mux2i_1, fa_1" \
    synth.avg_cell_area_um2 9.53 \
    wl_per_cell_um 13.1 \
    fp.dieH_um 137 \
    fp_util 0.306 \
    yosys_cells 575 \
    cts_hold_buf 0 \
    crit_top_cell "fa_1" \
    ys.flops 80 \
    num_vias 3730 \
    finalSetupViolations 0 \
    tightest_slew_ns 0.598 \
    ys.flop_type "dfxtp_1" \
    htreeDepth 3 \
    fmax_mhz 217 \
    crit_path_max_incr_delay_ns 0.58 \
    drc 0 \
    path_cells "nor2b_1 > fa_1 > fa_1 > fa_1 > inv_1 > fa_1 > inv_1 > ha_1 > or2_1 > a211oi_2 > a211oi_1 > or3_1 > a32o_1" \
    top_cell_area_share 0.292 \
    ant_nets 0 \
    max_slew_margin 0.601 \
    grt_overflow 0 \
    holdPathStages 2 \
    hpwl_um 8130 \
    worstSetupEndpointType "register" \
    cp_data_required_time_ns 5.44 \
    clockBufferDepth 2 \
    placementRows 49 \
    final.period_utilization 0.884 \
    layout-drive-gt1-share 0.0484 \
    edf_count 0 \
    status "complete, no violations" \
    pin_count 67 \
    crit_fanout 11 \
    synthArstFlopShare 0 \
    grt_pass1_wl_um 18100 \
    arrival_ns 4.84 \
    path_class "reg2reg" \
    whs_ns 0.468 \
    routed_wl_um 11100 \
    yosys_warnings 1 \
    rr_startpoint "b_reg[7]$_SDFFE_PP0P_" \
    fillers 1810 \
    syn-instance-count 575 \
    antenna_found_initial 0 \
    cts_tree "yes" \
    grt_max_degree 57 \
    chipWidth_um 137 \
    root_buffer "clkbuf_16" \
    areaGrowthSynthToFinish_pct 18.9 \
    synth.area.top_cells "dfxtp_1, fa_1, mux2i_1" \
    firstDrtPassIters 4 \
    seq_area_frac_synth 0.292 \
    path_buffers 2 \
    num_antenna_cells 0 \
    grt_pass1_vias 3532 \
    cellPowerDensity_nw_per_um2 239 \
    clock_skew_ns 0.00708 \
    cts_sinks 80 \
    final_util 0.364 \
    viasPerCell 4.39 \
    post_cts_buffers 0 \
    netlist_area_um2 5480 \
    coreArea_um2 17900 \
    synth.most_common_cell "inv_1" \
    io_buffers 66 \
    reg2reg_to "mult_result[14]$_SDFFE_PP0P_" \
    holdPathEnd "mult_result[11]$_SDFFE_PP0P_" \
    p_leak_nw 2.98 \
    ctsResizeCount 0 \
    maxCapViolations 0 \
    grt_setup_unrepaired "no" \
    rrSetupSlack_ns 0.60 \
    period_needed_ns 4.60 \
    startpoint_type "register" \
    numCtsBuffers 9 \
    worst_path_max_delay_cell "dfxtp_1" \
    setup_tns_ns 0 \
    gp_congestion 0.840 \
    tool_warnings 25 \
    cp_top_family "adder cells" \
]
[per-layer routing]
layer	track usage	share of wire	vias to the layer above
met5	0	0	-
met4	0.00916	0.0084	0
met3	0.0412	0.072	7
met2	0.182	0.43	82
met1	0.201	0.49	1778
li1	-	-	1863
[report_power, final]
group | total [W] | leakage [nW] | internal (W) | switching (W)
combinational | 0.000274 | 2.20 | 0.000134 | 0.000141
clock | 0.000610 | 0.129 | 0.000328 | 0.000282
sequential | 0.000673 | 0.651 | 0.000642 | 0.0000315
total | 0.00156 | 2.98 | 0.00110 | 0.000454
[cell usage in the layout, fill, tap and decap left out, types with 2 or more instances in the layout]
cell,count
a211oi_1,5
a21o_1,2
a21o_2,2
a21oi_1,5
a31oi_1,2
and2_1,42
buf_4,8
clkbuf_16,9
clkdlybuf4s50_1,64
clkinvlp_4,3
dfxtp_1,80
fa_1,55
ha_1,29
inv_1,86
inv_6,3
mux2i_1,71
nand2_1,18
nand2b_1,6
nand3_1,4
nor2_1,77
nor2b_1,9
nor3_1,2
nor3b_1,3
o211ai_1,2
o21a_1,2
o21ai_0,3
xnor2_1,10
xor2_1,3
[area by class of cell]
type	count	area, um^2	share of cell area
flip-flops and latches	80	1600	0.246
clock buffers	9	225	0.0346
well taps	229	287	0.0440
repair buffers	73	706	0.108
inverters	86	323	0.0495
multi-input cells	365	3320	0.510
clock inverters	7	53.8	0.00826
[cell families after synthesis]
group / share of synthesized area
xor+xnor: 0.0208
mux: 0.132
buf+inv: 0.102
fa+ha+maj: 0.267
compound gates: 0.0400
simple gates: 0.146
flops: 0.292
[how the worst max path moves through the flow]
| stage | end | cells past startpoint | slack (ns) |
|---|---|---|---|
| after CTS | mult_result[14]$_SDFFE_PP0P_ | 13 | 0.60 |
| after global routing | mult_result[14]$_SDFFE_PP0P_ | 13 | 0.36 |
| final | mult_result[14]$_SDFFE_PP0P_ | 13 | 0.60 |
[worst reg2reg max path, stage by stage (launching register included)]
cell	delay [ns]
dfxtp_1	0.58
nor2b_1	0.25
fa_1	0.44
fa_1	0.52
fa_1	0.55
inv_1	0.05
fa_1	0.53
inv_1	0.04
ha_1	0.36
or2_1	0.28
a211oi_2	0.26
a211oi_1	0.09
or3_1	0.32
a32o_1	0.25
[stage by stage]
stage / std cells / area (um^2) / total power (W) / setup WS (ns)
after floorplan: 575 / 5480 / 0.000883 / 0.825
after global placement: 833 / 6240 / 0.000966 / 0.638
after detailed placement: 833 / 6240 / 0.000964 / 0.621
after CTS: 849 / 6520 / 0.00158 / 0.602
after global routing: 849 / 6520 / 0.00164 / 0.363
final: 849 / 6520 / 0.00156 / 0.601
Power and IR drop assume default switching activity.
