[flow/design.v]
module requant(
    input logic [31:0] in,
    output logic [7:0] out,
    input logic [31:0] b,
    input logic [7:0] shift_factor,
    input logic clk,
    input logic rst,
    input logic en
);
    logic [31:0] in_s1, b_s1;
    logic [7:0] shift_s1;
    logic en_s1;
    logic [63:0] mult_result;
    logic [7:0] shift_s2;
    logic en_s2;
    logic [31:0] shifted;
    logic en_s3;
    logic [7:0] clamped;
    always_ff @(posedge clk or posedge rst) begin
        if (rst) begin
            in_s1 <= '0;
            b_s1  <= '0;
            shift_s1 <= '0;
            en_s1 <= 1'b0;
        end else begin
            in_s1 <= in;
            b_s1  <= b;
            shift_s1 <= shift_factor;
            en_s1 <= en;
        end
    end
    always_ff @(posedge clk or posedge rst) begin
        if (rst) begin
            mult_result <= '0;
            shift_s2 <= '0;
            en_s2 <= 1'b0;
        end else begin
            if (en_s1) begin
                mult_result <= in_s1 * b_s1;
                shift_s2 <= shift_s1;
            end
            en_s2 <= en_s1;
        end
    end
    logic [63:0] shift_temp;
    always_ff @(posedge clk or posedge rst) begin
        if (rst) begin
            shifted <= '0;
            en_s3 <= 1'b0;
        end else begin
            if (en_s2) begin
                shift_temp = mult_result >> shift_s2;
                shifted <= shift_temp[31:0];
            end
            en_s3 <= en_s2;
        end
    end
    always_ff @(posedge clk or posedge rst) begin
        if (rst) begin
            clamped <= '0;
        end else begin
            if (en_s3) begin
                if (shifted[31]) begin
                    if (~(&shifted[31:7])) begin
                        clamped <= 8'h80;   
                    end else begin
                        clamped <= shifted[7:0];
                    end
                end else begin
                    if (|shifted[31:7]) begin
                        clamped <= 8'h7F;   
                    end else begin
                        clamped <= shifted[7:0];
                    end
                end
            end
        end
    end
    assign out = clamped;
endmodule
module quant_top (
    input  logic clk,
    input  logic rst,
    input  logic en,
    input  logic [31:0] data_in,
    input  logic [31:0] scale_factor,
    input  logic [7:0] shift_amount,
    output logic [7:0] data_out
);
    requant u_requant (
        .clk          (clk),
        .rst          (rst),
        .en           (en),
        .in           (data_in),
        .b            (scale_factor),
        .shift_factor (shift_amount),
        .out          (data_out)
    );
endmodule
[flow/run.sh]
#!/bin/bash
# OpenROAD 26Q1-2900-gdf79404cd8, Yosys 0.63+post, stock flow scripts
make -C /OpenROAD-flow-scripts/flow DESIGN_CONFIG=/design/flow/config.mk WORK_HOME=/design/flow/orfs finish
[flow/config.mk]
export PLATFORM = sky130hd
export DESIGN_NAME = quant_top
export DESIGN_NICKNAME = quant_top
export VERILOG_FILES = /design/flow/design.v
export SDC_FILE = /design/flow/constraint.sdc
export NUM_CORES = 4
export LEC_CHECK = 1
export CORE_UTILIZATION = 50
[flow/constraint.sdc]
current_design quant_top

set clk_period 26.2
set clk_io_pct 0.2

create_clock -name clk0 -period $clk_period [get_ports {clk}]

set non_clock_inputs [all_inputs -no_clocks]
set_input_delay [expr $clk_period * $clk_io_pct] -clock clk0 $non_clock_inputs
set_output_delay [expr $clk_period * $clk_io_pct] -clock clk0 [all_outputs]
==> flow_summary.ini <==
; flow metrics
[sta]
timing.slew.headroom_pct = 29.2
post-route-min-period_ns = 8.24
setup_viol = 0
finalClockSkew_ns = 0.0291
max_freq_mhz = 121
tightest_slew_ns = 1.05
hold_violations = 0
finalSetupTns_ns = 0
rsz0062_at_grt = no
slew_violations = 0
fin_crit_sh_pct = 31.4

[cts]
cts_made_buffers = 17
cts-resized-gates = 0
worstSkewPairLatency_ns = 0.54
cts_hold_buf = 0
cts_tree = yes
h-tree-depth = 4
clock_sinks = 187
path_clk_slew_ns = 0.11
cts_root_buf = clkbuf_16
clock_path_buffers = 2
cts_setup_buffers = 0

[final_layout]
drive_above_1_share_pct = 5.97
fillers = 7794
area_growth_pct = 5.43
flop_area_um2 = 4690
mi_logic_area_um2 = 34000

[synthesis]
synth_cell_types = 84
top_logic_kind = adder cells
synthCells = 4510
netlist_area_um2 = 43300
async_reset_ff_share_pct = 100
edf_count = 0
postSynthSeqShare_pct = 10.8
yosys_area_um2 = 43300
ys_dominant_reg_cell = dfrtp_1
simple_gate_share_pct = 16.5
yosys_warnings = 1
synthAdderAreaFrac_pct = 49.1
mux_share_pct = 6.89
ys_cells = 4510
avgSynthCellArea_um2 = 9.59
ys_sh_aoi_pct = 4.99
synth_flops = 187
xor_share_pct = 1.25

[run_status]
outcome = finished clean

[detailed_routing]
drt_iter0_markers = 1387
drtPass1Iterations = 5
wirelength_um = 113000
ant_nets = 0
vias_per_cell = 5.39
wl_per_cell_um = 20.2
drc = 0
dr_total_vias = 30020

[global_route]
grt_pass1_vias = 33282
grtUsageTotal_pct = 30.2
grt_max_degree = 72
grt_pass1_wl_um = 185000
grt_antenna_before_repair = 1
overflow = 0

[min_path]
hold_path_class = register to register
worstHoldPathCells = 2
min_from = u_requant.shift_s1[0]$_DFF_PP0_
hold_end = u_requant.shift_s2[0]$_DFFE_PP0P_

[critical_path]
rr_worst_depth = 25
crit_fanout = 32
end_kind = register
r2r-start = u_requant.in_s1[12]$_DFF_PP0_
cp.required_ns = 26.60
worst-setup-path-type = register to register
critPathLaunchType = register
reg2reg_to = u_requant.mult_result[55]$_DFFE_PP0P_
crit_arrival_ns = 8.64
rrSetupSlack_ns = 17.96

[floorplan]
dieArea_um2 = 87700
core_area_um2 = 85400
rows = 107
dieHeight_um = 296
num_io_pins = 83
dieWidth_um = 296
fp_util_pct = 50.7

[placed_design]
dp_hpwl_um = 84400
io_buffers = 82
place_congestion = 0.978

[flow_run]
drv_cap = 0
warnings = 25
==> metrics by stage <==
step | cells | hold slack [ns] | cell area (um2) | setup WS, ns | utilization, %
final | 5569 | 0.482 | 45600 | 17.96 | 53.4
after global routing | 5568 | 0.503 | 45600 | 17.56 | 53.4
after CTS | 5568 | 0.488 | 45600 | 17.98 | 53.4
after detailed placement | 5536 | 0.461 | 45000 | 18.03 | 52.6
after global placement | 5536 | 0.459 | 45000 | 18.09 | 52.6
after floorplan | 4510 | 0.352 | 43300 | 15.87 | -
==> layer usage <==
metal,routed length (um),global-route usage (%),vias to the layer above
li1,-,-,13466
met1,43700,41.8,15335
met2,54800,47.4,1025
met3,10200,10.8,194
met4,3900,8.15,0
met5,0,0.222,-
==> sequential cells by signal, summed over array words and instances, names as in the netlist, 8 cells and up <==
register,count
u_requant.b_s1,32
u_requant.clamped,8
u_requant.in_s1,32
u_requant.mult_result,64
u_requant.shift_s1,8
u_requant.shift_s2,8
u_requant.shifted,32
==> worst max-delay path by stage <==
| stage | slack (ns) | endpoint | start | cells past startpoint |
|---|---|---|---|---|
| 4_1_cts | 17.98 | u_requant.mult_result[62]$_DFFE_PP0P_ | u_requant.b_s1[16]$_DFF_PP0_ | 25 |
| 5_1_grt | 17.56 | u_requant.mult_result[63]$_DFFE_PP0P_ | u_requant.b_s1[16]$_DFF_PP0_ | 25 |
| 6_report | 17.96 | u_requant.mult_result[55]$_DFFE_PP0P_ | u_requant.in_s1[12]$_DFF_PP0_ | 25 |
==> synth_stat cells, types with 18 or more instances <==
master,instances,area share [%]
nand4_1,26,0.38
mux2_2,63,1.6
mux2i_1,92,2.1
nand3_1,28,0.32
o21ai_0,59,0.68
ha_1,263,7.6
a21oi_1,92,1.1
o21ai_1,18,0.21
inv_1,893,7.7
nand2_1,540,4.7
dfrtp_1,187,11
xnor2_1,39,0.79
clkbuf_1,245,2.1
mux4_2,60,3.1
and2_1,602,8.7
nand2b_1,57,0.82
fa_1,896,41
xor2_1,23,0.47
nor2_1,78,0.68
a21o_1,25,0.43
==> cell families (layout without fill, tap and decap cells) <==
logic type	after synthesis	count (layout)
flops	187	187
mux	215	215
xor+xnor	62	62
compound gates	321	321
fa+ha+maj	1159	1159
other cells	0	1
buf+inv	1176	1090
simple gates	1390	1390
==> worst max-delay path, cell delays in order, from the launching register on <==
cell and delay (ns):
dfrtp_1 0.34, buf_4 0.42, and2_1 0.22, fa_1 0.45, fa_1 0.50, fa_1 0.55
inv_1 0.06, fa_1 0.47, inv_1 0.05, fa_1 0.49, inv_1 0.05, fa_1 0.53
inv_1 0.05, fa_1 0.52, fa_1 0.47, ha_1 0.39, a21oi_1 0.27, o21ai_1 0.15
a2111oi_1 0.62, a2111o_1 0.34, nand3_2 0.15, a31oi_4 0.28, or3_1 0.19, o211ai_2 0.10
xnor2_1 0.15, mux2_2 0.25
==> layout by cell type, fill, tap and decap left out, drive strengths merged, types with 39 or more instances in the layout <==
master         count
xnor2             39
dfrtp            187
inv              906
a21oi             94
mux4              60
nand2            541
ha               263
buf               81
mux2              63
nor2              78
mux2i             92
fa               896
nand2b            57
o21ai             77
and2             605
clkdlybuf4s50     82
==> area by class of cell <==
cell class / count / area share (%)
Clock inverter: 15 / 0.496
Antenna cell: 1 / 0.00549
Timing Repair Buffer: 163 / 3.13
Sequential cell: 187 / 10.3
Multi-Input combinational cell: 3147 / 74.6
Tap cell: 1144 / 3.14
Clock buffer: 17 / 0.933
Inverter: 895 / 7.38
